==> /design/flow/design.v <==
module calCarry(a, b, C0, carry);
input a,b,C0;
output carry;
    assign carry=b|(a&C0);
endmodule
module add_or_sub(a, b, m, x, y);
input a, b, m;
output x, y;
    assign x=a^(b^m);
    assign y=a&(b^m);
endmodule
module calsum(p, carry, s);
input p; 
input carry;
output s;
    assign s=p^carry;
endmodule
module cla_gen(P, G, C0, C) ;  
parameter W=4;
input [W-1:0] P, G;
input C0;
output [W:0] C;
assign C[0]=C0;
genvar i;
generate
    for(i=0;i<W;i=i+1)
    begin : cla_gen_in 
        calCarry gc(.a(P[i]), .b(G[i]), .C0(C[i]), .carry(C[i+1]));
    end
endgenerate
endmodule
module addsub_cla(A, B, S, C, M, V);
parameter W=4;
input [W-1:0] A, B;
input M;
output [W-1:0] S;
output C;
output V;
wire [W-1:0] P;
wire [W-1:0] G;
wire [W:0] Carry;
genvar j;
generate
    for(j=0;j<W;j=j+1)
    begin : arr_pg
        add_or_sub pg(.a(A[j]), .b(B[j]), .m(M), .x(P[j]), .y(G[j]));
    end
endgenerate
cla_gen #(.W(W)) CLAGEN(.P (P),.G (G),.C0 (M),.C (Carry));
genvar k;
generate
    for(k=0;k<W;k=k+1)
    begin : arr_s 
            calsum gs(.p(P[k]), .carry(Carry[k]), .s(S[k]));
    end
endgenerate
assign C=Carry[W];
assign V=Carry[W-1]^Carry[W];
endmodule
==> /design/flow/run.sh <==
#!/bin/bash
# OpenROAD 26Q1-2900-gdf79404cd8, Yosys 0.63+post, stock flow scripts
make -C /OpenROAD-flow-scripts/flow DESIGN_CONFIG=/design/flow/config.mk WORK_HOME=/design/flow/orfs finish
==> /design/flow/config.mk <==
export PLATFORM = sky130hd
export DESIGN_NAME = addsub_cla
export DESIGN_NICKNAME = addsub_cla
export VERILOG_FILES = /design/flow/design.v
export SDC_FILE = /design/flow/constraint.sdc
export NUM_CORES = 4
export LEC_CHECK = 1
export CORE_AREA = 10 10 70 70
export DIE_AREA = 0 0 80 80
==> /design/flow/constraint.sdc <==
current_design addsub_cla

set clk_period 3.7
set clk_io_pct 0.2

create_clock -name clk0 -period $clk_period

set non_clock_inputs [all_inputs -no_clocks]
set_input_delay [expr $clk_period * $clk_io_pct] -clock clk0 $non_clock_inputs
set_output_delay [expr $clk_period * $clk_io_pct] -clock clk0 [all_outputs]
==> flow_summary.toml <==
# flow metrics
[floorplan]
pin_count = 15
starting_density_pct = 4.762
core_area_um2 = 3416
die_height_um = 80
chip_area_um2 = 6400
chipWidth_um = 80
rows = 21

[layout]
clockBufferCount = 0
seq_cells = 0
mostFrequentLayoutCell = "clkdlybuf4s50_1"
regArea_um2 = 0
area_overhead_vs_synth_pct = 124.6
drive_gt1_share_pct = 21.88
mostFrequentLayoutCells = "clkdlybuf4s50_1 (11), inv_1 (4), dlygate4sd2_1 (4)"
finalInstanceArea_um2 = 365.4

[critical_path]
critPathRequiredTime_ns = 2.96
critical_path_peak_fanout = 2
worst-path-buf-inv = 3
critical_path_cell_count = 7
critical_path.slowest_cell = "clkdlybuf4s50_1"
worstPathArrival_ns = 2.86
timing.critical_path.max_delay_family = "adder cells"
cp_cell_sequence = "clkdlybuf4s50_1 > mux2i_1 > fa_2 > fa_2 > inv_2 > fa_2 > dlygate4sd2_1"
timing.critical_path.from_type = "primary input"
most_common_cell_on_crit_path = "fa_2"
critPathMaxStageDelay_ns = 0.50
critical_path_class = "in2out"
setup.worst_path.end_class = "output pin"

[routing]
drt_wl_total_um = 561
drt_pre_antenna_iters = 2
route.antenna.diode_count = 0
detailed_route_via_count = 149
ant_nets = 0
dr.first_iter.drc_count = 2
avgViaCountPerCell = 1.910
drt-wirelength-per-cell_um = 7.192
route.detailed.drc = 0

[logic_synthesis]
postSynthSeqShare_pct = 0
avgSynthCellArea_um2 = 9.036
synth_stat.cells = 18
muxShareOfSynthArea_pct = 6.154
synth-area-yosys_um2 = 162.7
synthesis.area_um2 = 162.7
synth.cellmix.compoundShare_pct = 0
fraction_of_the_mapped_netlist_area_in_adder_cells_pct = 36.92
yosys-dominant-comb-family = "adder cells"
synthesis.instances = 18
yosysWarningCount = 0
simple_gate_area_share_pct = 0
xor_share_pct = 26.92
synth.distinct_cells = 6

[global_routing]
first_global_vias = 154
grt_overflow_total = 0
globalRouteTotalUtil_pct = 1.599
grt_pass1_wl_um = 779
grt_max_degree = 4
grt_antenna_before_repair = 0

[clocking]
cts_setup_buffers = 0
postCtsHoldBufs = 0

[power_and_ir_drop]
vdd_ir_drop_max_mv = 0.06604
pwr_density_cell_nw_per_um2 = 168.2
cellLeakagePower_uw = 0.0001441

[outcome]
run_status = "completed"

[min_path]
hold_path_depth = 4
hold_class = "in2out"

[placed_design]
place_congestion = 0.6494
place.detailed.hpwl_um = 553.1
buffers_on_ports = 15
placedInstanceArea_um2 = 362.8
dp_slack_ns = -0.2579

[timing]
finalMaxSlewViolations = 0
worst_slew_pin_slew_ns = 0.2183
timing.final.ws_setup_ns = 0.09845
hold_violations = 0
max_slew_margin_pct = 85.34
min_period_ns = 3.602
rsz_0062_raised_after_global_routing = "false"
timing.final.setup_violations = 0
max_clock_freq_mhz = 277.7
period_used_pct = 97.34

[flow_run]
cap_violations = 0
warning_count = 32
## synth_stat cells, drive strengths merged
master / instances / area share [%]
buf: 4 / 18
mux2i: 1 / 6.2
inv: 5 / 12
xnor2: 3 / 16
fa: 3 / 37
xor2: 2 / 11
## tightest hold or removal path, stage by stage
cell and delay, ns:
dlygate4sd2_1 0.24, buf_4 0.12, xor2_1 0.06, clkdlybuf4s50_1 0.40
## worst paths after layout
kind	slack, ns	startpoint	end
max	0.1	A[0]	S[3]
min	2.29	B[0]	S[0]
## cell type report
cell class | instances | area (um^2)
Fill cell | 408 | 3050
Inverter | 5 | 18.77
Multi-Input combinational cell | 9 | 121.4
Tap cell | 46 | 57.56
Timing Repair Buffer | 18 | 167.7
## repair_timing
action                     in CTS  in global routing
cloned                          0                  0
gates resized                   8                  0
pin swaps                       4                  1
setup endpoints to repair       3                  2
## power by group
group / total (uW) / internal, uW / switching (uW)
Clock: 0 / 0 / 0
Sequential: 0 / 0 / 0
Combinational: 61.5 / 41.0 / 20.4
## cell families after synthesis
kind of cell               after synthesis
muxes                                    1
xor gates and xnor gates                 5
buffers and inverters                    9
adders and majority gates                3
## stage by stage
| step | instances | power [uW] | hold slack, ns | setup TNS [ns] | util (%) |
|---|---|---|---|---|---|
| 3_5_place_dp | 78 | 65.94 | 2.453 | -0.5134 | 10.62 |
| 6_report | 78 | 61.46 | 2.291 | 0 | 10.70 |
| 2_1_floorplan | 18 | 28.61 | 1.629 | 0 | - |
| 5_1_grt | 78 | 68.40 | 2.337 | 0 | 10.70 |
| 4_1_cts | 78 | 63.29 | 2.300 | 0 | 10.70 |
| 3_3_place_gp | 78 | 64.60 | 2.451 | -0.4219 | 10.62 |
## routing by layer
layer,wire length (um),part of all wire [%],GRT usage (%)
met4,0,0,0
met1,344,61,3.129
met3,82,15,0.5682
met5,0,0,0
met2,133,24,1.364
Power and IR drop assume default switching activity.
